===== run.sh =====
#!/bin/bash
# OpenROAD 26Q1-2900-gdf79404cd8, Yosys 0.63+post, stock flow scripts
make -C /OpenROAD-flow-scripts/flow DESIGN_CONFIG=/design/flow/config.mk WORK_HOME=/design/flow/orfs finish

===== config.mk =====
export PLATFORM = sky130hd
export DESIGN_NAME = traffic_light_controller1
export DESIGN_NICKNAME = traffic_light_controller1
export VERILOG_FILES = /design/flow/design.v
export SDC_FILE = /design/flow/constraint.sdc
export NUM_CORES = 4
export LEC_CHECK = 1
export CORE_UTILIZATION = 40
export SYNTH_HDL_FRONTEND = slang

===== constraint.sdc =====
current_design traffic_light_controller1

set clk_period 6.6
set clk_io_pct 0.2

create_clock -name clk0 -period $clk_period [get_ports {clk}]

set non_clock_inputs [all_inputs -no_clocks]
set_input_delay [expr $clk_period * $clk_io_pct] -clock clk0 $non_clock_inputs
set_output_delay [expr $clk_period * $clk_io_pct] -clock clk0 [all_outputs]

===== design.v =====
package light_package;
  typedef enum logic[1:0] {red,yellow,green} colors;
endpackage
import light_package ::*;            
module traffic_light_controller1(
  input         clk, reset,
                ew_str_sensor, ew_left_sensor, ns_sensor,   
  output colors ew_str_light, ew_left_light, ns_light);     
  typedef enum {GRR, YRR, ZRR, HRR, RGR, RYR, RZR, RHR, RRG, RRY, RRZ, RRH} tlc_states;
  tlc_states    present_state, next_state;
  integer ctr5, next_ctr5,        
          ctr10, next_ctr10;      
  always_ff @(posedge clk)
    if(reset) begin
	  present_state <= RRH;
      ctr5          <= 0;
      ctr10         <= 0;
    end
	else begin
	  present_state <= next_state;
      ctr5          <= next_ctr5;
      ctr10         <= next_ctr10;
    end
  always_comb begin
    next_state = RRH;             
    next_ctr5  = 0; 	          
    next_ctr10 = 0;
    case(present_state)
	  GRR: begin
      if(!ew_str_sensor) begin
        next_ctr5 = ctr5 + 1;
      end else if(ctr5) begin
        next_ctr5 = ctr5 + 1;
      end
      if((ew_left_sensor || ns_sensor) && ew_str_sensor) begin  
        next_ctr10 = ctr10 + 1;
      end else if(ctr10) begin
        next_ctr10 = ctr10 + 1;
      end
      if(ctr5 == 4 || ctr10 == 9) begin  
        next_state = YRR;
        next_ctr5  = 0;
        next_ctr10 = 0;
      end else begin
        next_state = GRR;
      end
    end
    RGR: begin
      if(!ew_left_sensor) begin
        next_ctr5 = ctr5 + 1;
      end else if(ctr5) begin
        next_ctr5 = ctr5 + 1;
      end
      if((ew_str_sensor || ns_sensor) && ew_left_sensor) begin
        next_ctr10 = ctr10 + 1;
      end else if(ctr10) begin
        next_ctr10 = ctr10 + 1;
      end
      if(ctr5 == 4 || ctr10 == 9) begin  
        next_state = RYR;
        next_ctr5  = 0;
        next_ctr10 = 0;
      end else begin
        next_state = RGR;
      end
    end
    RRG: begin
      if(!ns_sensor) begin
        next_ctr5 = ctr5 + 1;
      end else if(ctr5) begin
        next_ctr5 = ctr5 + 1;
      end
      if((ew_str_sensor || ew_left_sensor) && ns_sensor) begin
        next_ctr10 = ctr10 + 1;
      end else if(ctr10) begin
        next_ctr10 = ctr10 + 1;
      end
      if(ctr5 == 4 || ctr10 == 9) begin  
        next_state = RRY;
        next_ctr5  = 0;
        next_ctr10 = 0;
      end else begin
        next_state = RRG;
      end
    end
    YRR: begin
      next_state = ZRR;
    end
    RYR: begin
      next_state = RZR;
    end
    RRY: begin
      next_state = RRZ;
    end
    ZRR: begin
      next_state = HRR;
    end
    RZR: begin
      next_state = RHR;
    end
    RRZ: begin
      next_state = RRH;
    end
    HRR: begin
      if(ew_left_sensor) begin
        next_state = RGR;
      end else if(ns_sensor) begin
        next_state = RRG;
      end else if(ew_str_sensor) begin
        next_state = GRR;
      end else begin
        next_state = HRR;
      end
    end
    RHR: begin
      if(ns_sensor) begin
        next_state = RRG;
      end else if(ew_str_sensor) begin
        next_state = GRR;
      end else if(ew_left_sensor) begin
        next_state = RGR;
      end else begin
        next_state = RHR;
      end
    end
    RRH: begin
      if(ew_str_sensor) begin
        next_state = GRR;
      end else if(ew_left_sensor) begin
        next_state = RGR;
      end else if(ns_sensor) begin
        next_state = RRG;
      end else begin
        next_state = HRR;
      end
    end
    endcase
  end
  always_comb begin
    ew_str_light  = red;                 
	ew_left_light = red;
	ns_light      = red;
    case(present_state)       
      GRR:     ew_str_light  = green;
	  YRR,ZRR: ew_str_light  = yellow;   
	  RGR:     ew_left_light = green;
	  RYR,RZR: ew_left_light = yellow;
	  RRG:     ns_light      = green;
	  RRY,RRZ: ns_light      = yellow;
    endcase
  end
endmodule

==> flow_summary.yaml <==
# physical design summary
cts:
  postCtsSetupBuffers: 0
  cts_buffers: 9
  root_buffer: "clkbuf_8"
  cts_sinks: 76
  clk_latency_ps: 350
  cts_resized: 0
  postCtsHoldBufs: 0
  htree_levels: 3
  cts.path.max_buffers: 2
  cts_tree: "yes"
  clk_pin_slew_ps: 80
die:
  pin_count: 11
  rows: 33
  die_w_um: 95.8
  core_area_mm2: 0.00834
  floorplanUtilization_pct: 42.2
  dieArea_mm2: 0.00917
  fp.dieH_um: 95.8
synth:
  ys_ff: 76
  syn_area_per_cell_um2: 8.70
  ys_async_sr_fraction_pct: 0
  flop_cell: "dfxtp_1"
  syn-cell-area_mm2: 0.00352
  top_cell: "nor2_1"
  top_area_share_pct: 43.3
  edf_count: 0
  yosysWarnings: 0
  ys_seq_share_pct: 43.3
  ys_cells: 404
  ys_area_mm2: 0.00352
  synthCells: 404
  largest_area_cell: "dfxtp_1"
  ys_top_cells_by_area: "dfxtp_1 43%, xor2_1 11%, nor2_1 8.2%"
  yosys-top-cells-count: "77 x nor2_1, 76 x dfxtp_1, 45 x xor2_1, 26 x nand4_1, 22 x nand3_1"
  synth.distinct_cells: 39
critical_path:
  rr_endpoint: "ctr5[23]"
  path_class: "in -> reg"
  end_kind: "register"
  cp_max_fo: 32
  crit_slowest_cell: "clkdlybuf4s50_1"
  cp.required_ps: 6820
  crit_family: "buffers and inverters"
  rr_worst_depth: 6
  path_cells: "clkdlybuf4s50_1, inv_1, a2111o_1, nor3_1, nand3b_1, buf_4, nor2_1"
  timing.rr.start: "ctr10[18]"
  startpoint_type: "primary input"
  cpPeakStageDelay_ps: 570
  arrival_ps: 3010
  worstPathBufferInverterCount: 3
  r2r_setup_slack_ps: 4560
grt:
  grt_pass1_vias: 2467
  grt_pass1_wl_um: 11100
  grt_overflow: 0
  grtUsageTotal_pct: 15.5
  antenna_found_initial: 0
  grt_max_degree: 33
route:
  viasPerCell: 5.09
  post_drt_wl_per_cell_um: 12.1
  dr.pass1.iters: 4
  drtIter0Drc: 71
  wl_um: 6360
  diodes: 0
  ant_nets: 0
  vias: 2671
  remaining_drc_errors: 0
pwr:
  swShare_pct: 20.0
  clkPwrFrac_pct: 46.8
  pwr-share-comb_pct: 2.3
  leakage_nw: 1.39
  peakVddDrop_v: 0.000140
  p_sw_mw: 0.182
  power.internal_mw: 0.727
  power_density_mw_per_mm2: 231
  power_frac_seq_pct: 51.0
timing:
  setup_viol_count_final: 0
  maxSlewViolCount: 0
  timing.slew.headroom_pct: 45.8
  hold_violations: 0
  tns_ps: 0
  rsz0062_at_grt: "false"
  skew_ps: 9.96
  tightest_slew_ps: 806
  fin_crit_sh_pct: 42.2
  fmaxAchievable_ghz: 0.359
  period_needed_ps: 2780
flow_run:
  maxCapViolations: 0
  tool_warnings: 29
place:
  place.gp.congestion: 0.811
  hpwlAfterDp_um: 4250
  port_buffers: 10
hold_path:
  hold_path_end: "present_state[0]"
  min_from: "present_state[5]"
  hold_path_class: "reg -> reg"
  hold_depth: 1
final_layout:
  area_growth_syn_to_layout_pct: 11.8
  layout-drive-gt1-share_pct: 8.10
  fin_util_pct: 47.1
outcome:
  status: "finished, final reports clean"
[power by group through the flow]
| stage | clock [mW] | sequential (mW) | combinational [mW] |
|---|---|---|---|
| CTS | 0.437 | 0.463 | 0.0207 |
| global route | 0.461 | 0.464 | 0.0230 |
| finish | 0.425 | 0.463 | 0.0205 |
[per-stage QoR]
step           hold WS [ps]  total power, mW  cell area, µm²  worst slack, ps  std cells
5_1_grt                 459            0.948            3930             3700        525
2_1_floorplan           409            0.487            3520             4270        404
4_1_cts                 442            0.920            3930             3830        525
3_5_place_dp            418            0.494            3690             3470        510
3_3_place_gp            419            0.495            3690             3490        510
6_report                439            0.909            3930             3820        525
[layout make-up]
type / instances / area [µm²]
Tap cell: 105 / 131
Multi-Input combinational cell: 302 / 1870
Inverter: 14 / 52.6
Sequential cell: 76 / 1520
Clock buffer: 10 / 138
Timing Repair Buffer: 13 / 123
Fill cell: 812 / 4410
Clock inverter: 5 / 100
[registers in the layout (all words and copies together), names as in the netlist]
| name | flops |
|---|---|
| ctr10 | 32 |
| ctr5 | 32 |
| present_state | 12 |
[routing by layer]
metal	routed length, µm	track usage (%)
met1	3330	23.2
met2	2760	24.2
met3	216	3.78
met4	51	1.62
met5	0	0
[worst register-to-register path: cells and delay by family (launching register included)]
family	cells	cell delay (ps)
DFF	1	360
AOI/OAI and AO/OA	1	490
and+or+nand+nor	4	750
buffers and inverters	1	320
[cell families after synthesis]
family                   Yosys count  synth area share [%]
AND-OR/OR-AND                     24                  3.99
XOR/XNOR                          57                  14.2
adder cells (fa/ha/maj)            6                  2.14
buffers and inverters             26                  3.67
flip-flops                        76                  43.3
AND/OR/NAND/NOR                  215                  32.7
[how the worst max path moves through the flow]
| stage | startpoint | end | slack, ps | cells past startpoint |
|---|---|---|---|---|
| after CTS | ew_left_sensor | ctr5[28] | 3830 | 7 |
| after global routing | ew_left_sensor | ctr5[30] | 3700 | 7 |
| final | ew_left_sensor | ctr5[23] | 3820 | 7 |
[cells in the final DEF, fill, tap and decap left out, types with 2 or more instances in the layout]
cell type and n:
a21oi_1 11, and2_1 7, and3_1 10, and3_2 2
and4_1 3, and4_2 2, buf_4 3, bufinv_16 3
clkbuf_8 10, clkdlybuf4s50_1 10, clkinv_2 2, dfxtp_1 76
ha_1 6, inv_1 14, nand2_1 21, nand3_1 22
nand3b_1 3, nand4_1 26, nand4_4 2, nor2_1 77
nor2b_1 5, nor3_1 7, nor4_1 14, o21ai_0 8
or2_2 4, or3_1 3, xnor2_1 12, xor2_1 45
Power is estimated from default activity; no workload was simulated.
