### run.sh
#!/bin/bash
# OpenROAD 26Q1-2900-gdf79404cd8, Yosys 0.63+post, stock flow scripts
make -C /OpenROAD-flow-scripts/flow DESIGN_CONFIG=/design/flow/config.mk WORK_HOME=/design/flow/orfs finish
### config.mk
export PLATFORM = sky130hd
export DESIGN_NAME = traffic_light_controller2
export DESIGN_NICKNAME = traffic_light_controller2
export VERILOG_FILES = /design/flow/design.v
export SDC_FILE = /design/flow/constraint.sdc
export NUM_CORES = 4
export LEC_CHECK = 1
export CORE_UTILIZATION = 50
export SYNTH_HDL_FRONTEND = slang
### constraint.sdc
current_design traffic_light_controller2

set clk_period 4.8
set clk_io_pct 0.2

create_clock -name clk0 -period $clk_period [get_ports {clk}]

set non_clock_inputs [all_inputs -no_clocks]
set_input_delay [expr $clk_period * $clk_io_pct] -clock clk0 $non_clock_inputs
set_output_delay [expr $clk_period * $clk_io_pct] -clock clk0 [all_outputs]
### design.v
package light_package;
  typedef enum logic[1:0] {red,yellow,green} colors;
endpackage
import light_package ::*;            
module traffic_light_controller2(
  input clk, reset, e_str_sensor, w_str_sensor, e_left_sensor,
        w_left_sensor, ns_sensor,              
  output colors e_str_light, w_str_light, e_left_light, w_left_light, ns_light);      
  logic s, sb, e, eb, w, wb, l, lb, n, nb;	  
  assign s  = e_str_sensor || w_str_sensor;					  
  assign sb = e_left_sensor || w_left_sensor || ns_sensor;			      
  assign e  = e_str_sensor || e_left_sensor;
  assign eb = w_str_sensor || ns_sensor || w_left_sensor;
  assign w  = w_str_sensor || w_left_sensor;
  assign wb = e_str_sensor || e_left_sensor || ns_sensor;
  assign l  = w_left_sensor || e_left_sensor;
  assign lb = w_str_sensor || e_str_sensor || ns_sensor;
  assign n  = ns_sensor;
  assign nb = w_str_sensor || w_left_sensor || e_str_sensor || e_left_sensor;
  typedef enum {GRRRR, YRRRR, ZRRRR, HRRRR, 	            
  	            RGRRR, RYRRR, RZRRR, RHRRR, 			    
	            RRGRR, RRYRR, RRZRR, RRHRR,				    
	            RRRGR, RRRYR, RRRZR, RRRHR, 			    
	            RRRRG, RRRRY, RRRRZ, RRRRH} tlc_states;     
	tlc_states    present_state, next_state;
	integer ctr5, next_ctr5,        
			ctr10, next_ctr10;      
  always_ff @(posedge clk)
	if(reset) begin
	  present_state <= RRRRH;
	  ctr5          <= 0;
	  ctr10         <= 0;
  end
	else begin
	  present_state <= next_state;
	  ctr5          <= next_ctr5;
	  ctr10         <= next_ctr10;
	end
  always_comb begin
	next_state = RRRRH;                             
	next_ctr5  = 0; 							    
	next_ctr10 = 0;
	case(present_state)
	  GRRRR: begin
          if (ctr5 == 4 || ctr10 == 9) begin
              next_state = YRRRR;
              next_ctr5 = 0;
              next_ctr10 = 0;
          end else begin
              next_state = GRRRR;
          end
          if (!s || ctr5) begin
              next_ctr5 = ctr5 + 1;
          end
          if ((s && sb) || ctr10) begin
              next_ctr10 = ctr10 + 1;
          end
      end
	 YRRRR: begin
         next_state = ZRRRR;
     end
    ZRRRR: begin
        next_state = HRRRR;
    end
	  HRRRR: begin                                   
	      if (e) begin
		    next_state = RGRRR;	                          
		  end else if (w) begin
		    next_state = RRGRR;							  
		  end else if (l) begin
		    next_state = RRRGR;							  
		  end else if (n) begin
		    next_state = RRRRG;							  
          end else if (s) begin
		    next_state = GRRRR;
		  end else begin
		    next_state = HRRRR;
          end
    end
	  RGRRR: begin 		                                  
          if (ctr5 == 4 || ctr10 == 9) begin
              next_state = RYRRR;
              next_ctr5 = 0;
              next_ctr10 = 0;
          end else begin
              next_state = RGRRR;
          end
          if (!e || ctr5) begin
              next_ctr5 = ctr5 + 1;
          end
          if ((e && eb) || ctr10) begin
              next_ctr10 = ctr10 + 1;
          end
	  end
	  RYRRR: begin
          next_state = RZRRR;
      end
	  RZRRR: begin
          next_state = RHRRR;
      end
	  RHRRR: begin
      if (w) begin
        next_state = RRGRR;	                          
      end else if (l) begin
        next_state = RRRGR;							  
      end else if (n) begin
        next_state = RRRRG;							  
      end else if (s) begin
        next_state = GRRRR;							  
      end else if (e) begin
        next_state = RGRRR;
      end else begin
        next_state = RHRRR;
      end
    end
	  RRGRR: begin
          if (ctr5 == 4 || ctr10 == 9) begin
              next_state = RRYRR;
              next_ctr5 = 0;
              next_ctr10 = 0;
          end else begin
              next_state = RRGRR;
          end
          if (!w || ctr5) begin
              next_ctr5 = ctr5 + 1;
          end
          if ((w && wb) || ctr10) begin
              next_ctr10 = ctr10 + 1;
          end
	  end
    RRYRR: begin
        next_state = RRZRR;
    end
	  RRZRR: begin
          next_state = RRHRR;
      end
	  RRHRR: begin
      if (l) begin
        next_state = RRRGR;	                          
      end else if (n) begin
        next_state = RRRRG;							  
      end else if (s) begin
        next_state = GRRRR;							  
      end else if (e) begin
        next_state = RGRRR;							  
      end else if (w) begin
        next_state = RRGRR;
      end else begin
        next_state = RRHRR;
      end
    end
    RRRGR: begin
        if (ctr5 == 4 || ctr10 == 9) begin
            next_state = RRRYR;
            next_ctr5 = 0;
            next_ctr10 = 0;
        end else begin
            next_state = RRRGR;
        end
        if (!l || ctr5) begin
            next_ctr5 = ctr5 + 1;
        end
        if ((l && lb) || ctr10) begin
            next_ctr10 = ctr10 + 1;
        end
	  end
    RRRYR: begin
        next_state = RRRZR;
    end
	  RRRZR: begin
          next_state = RRRHR;
      end
	  RRRHR: begin
      if (n) begin
        next_state = RRRRG;	                          
      end else if (s) begin
        next_state = GRRRR;							  
      end else if (e) begin
        next_state = RGRRR;							  
      end else if (w) begin
        next_state = RRGRR;							  
      end else if (l) begin
        next_state = RRRGR;
      end else begin
        next_state = RRRHR;
      end
    end
    RRRRG: begin
        if (ctr5 == 4 || ctr10 == 9) begin
            next_state = RRRRY;
            next_ctr5 = 0;
            next_ctr10 = 0;
        end else begin
            next_state = RRRRG;
        end
        if (!n || ctr5) begin
            next_ctr5 = ctr5 + 1;
        end
        if ((n && nb) || ctr10) begin
            next_ctr10 = ctr10 + 1;
        end
	  end
    RRRRY: begin
        next_state = RRRRZ;
    end
	  RRRRZ: begin
          next_state = RRRRH;
      end
	  RRRRH: begin
          if (s) begin
            next_state = GRRRR;	                          
          end else if (e) begin
            next_state = RGRRR;							  
          end else if (w) begin
            next_state = RRGRR;							  
          end else if (l) begin
            next_state = RRRGR;							  
          end else if (n) begin
            next_state = RRRRG;
          end else begin
            next_state = RRRRH;
          end
        end
    endcase
  end
	always_comb begin
	  e_str_light  = red;                 
	  w_str_light  = red;				  
	  e_left_light = red;
	  w_left_light = red;
	  ns_light     = red;
	  case(present_state)       
		GRRRR:   begin e_str_light = green;
					   w_str_light = green;
		end
        RGRRR: begin
            e_left_light = green;
            e_str_light = green;
        end
        RRGRR: begin
            w_left_light = green;
            w_str_light = green;
        end
        RRRGR: begin
            e_left_light = green;
            w_left_light = green;
        end
        RRRRG: begin
            ns_light = green;
        end
        YRRRR:   begin e_str_light = yellow;
					   w_str_light = yellow;
		end
        RYRRR: begin
            e_left_light = yellow;
            e_str_light = yellow;
        end
        RRYRR: begin
            w_left_light = yellow;
            w_str_light = yellow;
        end
        RRRYR: begin
            e_left_light = yellow;
            w_left_light = yellow;
        end
        RRRRY: begin
            ns_light = yellow;
        end
        ZRRRR:   begin e_str_light = yellow;
                       w_str_light = yellow;
        end
        RZRRR: begin
            e_left_light = yellow;
            e_str_light = yellow;
        end
        RRZRR: begin
            w_left_light = yellow;
            w_str_light = yellow;
        end
        RRRZR: begin
            e_left_light = yellow;
            w_left_light = yellow;
        end
        RRRRZ: begin
            ns_light = yellow;
        end
      endcase
	end
endmodule
==> notes.md <==
Figures from the flow reports.

Cells and area:
- The run gives the non-filler instance count after layout as 576.
- The run puts the count of fill cells added during filler insertion at 697.
- The run puts the utilization after layout at 0.570.
- The run puts the final design area excluding fillers at 0.00438 mm^2.
- The run puts the ratio of cells with drive above 1 in the final layout at 0.0823.
- Compared with the post-synthesis result, the final layout area differs by 11.2%.

Clock network:
- The run gives the H-tree depth reported by CTS as 3.
- After clock tree synthesis, the setup repair step added 0 buffers.
- The longest clock path from root to sink contains 2 buffers.
- The run gives the count of hold buffers inserted by post-cts repair as 0.
- The run gives the clock-pin transition on the worst setup and hold timing paths as 90 ps.
- Clock latency on the worst-skew pair, taken at its later pin, is 350 ps.
- The number of clock sinks came to 84.
- The run puts the number of clock buffers inserted by TritonCTS at 9.
- Post-CTS repair changed the size of 0 cells.
- TritonCTS built the clock tree.
- The run gives the clock tree root buffer cell as sky130_fd_sc_hd__clkbuf_8.

Critical path:
- The run gives the type of element launching the critical path as an input port.
- The worst setup path is of the input port to register kind.
- The run gives the largest delay contributor family on the critical path as buffers and inverters.
- The run puts the largest fanout on the critical path at 64.
- The report lists the cells along the critical path as clkdlybuf4s50_1, inv_1, o31ai_4, buf_4, nor3_1.
- The run puts the number of buffer and inverter stages on the critical path at 3.
- The largest individual stage delay along the critical path comes from the cell sky130_fd_sc_hd__clkdlybuf4s50_1.
- The run puts the worst endpoint required time at 5010 ps.
- The run gives the highest cell delay on the worst timing path as 790 ps.
- STA classifies the critical path endpoint as a register.
- STA puts the critical path data arrival time at 2830 ps.

STA:
- Subtracting the final worst setup slack from the clock period gives 2620 ps.
- The run gives the pin slew with the least headroom to its limit as 673 ps.
- Setup repair after global routing left no endpoint under its margin.
- The run puts the aggregate negative setup slack at 0 ps.
- The run gives the timing-limited maximum frequency as 382 MHz.
- The run puts the final count of pins violating max slew at 0.
- The run puts the number of failing hold endpoints at the final stage at 0.
- The run puts the worst slew margin relative to its limit at 0.551.
- Per the finish-stage timing summary, setup violations number 0.
- The run gives the share of the clock period used by the worst path as 0.545.
- For the final database, setup skew stands at 12.2 ps.

Yosys:
- The run puts the async set-or-reset flop fraction in the synthesized netlist at 0.
- Each instance of the synthesized netlist takes up on average 8.64 um^2.
- Yosys attributes the largest share of cell area to sky130_fd_sc_hd__dfxtp_1, sky130_fd_sc_hd__xor2_1, sky130_fd_sc_hd__nor2_1.
- The run puts the share of Yosys cell area claimed by the top area cell type at 0.427.
- Yosys mapped a number of flops with a built-in enable equal to 0.
- The run gives the number of library cell types mapped by synthesis as 53.
- Looking at the cell usage after synthesis, the top flip-flop cell is sky130_fd_sc_hd__dfxtp_1.
- Per the Yosys statistics, synthesis produced 456 cells.
- Synthesis produced a netlist whose cell count is 456.
- After synthesis the cells add up to 0.00394 mm^2.
- For this run, the chip area from Yosys synthesis comes to 0.00394 mm^2.
- Of all cell types, the one taking the most synthesized area is sky130_fd_sc_hd__dfxtp_1.
- The run gives the number of synthesis warnings as 0.
- The run gives the register share after synthesis as 0.427.
- The run puts the flip-flop and latch count after synthesis at 84.

Drt:
- The run puts the initial DRC count at 120.
- Per the detail_route report, the via count comes to 3,107.
- The run gives the count of antenna-violating nets left after detailed routing as 0.
- The run gives the mean routed wirelength per cell as 13.2 um.
- The run gives the per-cell via count in the routed design as 5.39.
- The run puts the antenna diode count at 0.
- The routed design has 7630 um of wire.
- The DRC violation total left in the routed layout is recorded as 0.
- The run puts the number of detailed-routing iterations run before antenna repair at 4.

Global route:
- The first global-routing pass estimated 13,600 um of wire.
- The run puts the maximum number of pins on one net before global-route repair at 65.
- The run gives the global-route total usage across every layer as 0.203.
- The total overflow left after global routing is 0.
- The run gives the via count of the first global-routing pass as 2,855.
- The run gives the number of antenna violations at the first check in global routing as 0.

Floorplan:
- In this run the vertical extent of the chip is 90.8 um.
- The run gives the horizontal die size as 90.8 um.
- For reference, the placement row count at floorplan is 32.
- The run gives the starting density of the core as 0.513.
- The die covers 0.00824 mm^2.
- The run gives the count of boundary I/O pins as 17.
- In this run the standard cell core region covers 0.00769 mm^2.

Power and ir drop:
- The share of total power dissipated in the clock network is 0.400.
- The run gives the net switching fraction of the power as 0.241.
- The run gives the sum of internal, switching and leakage power as 1.27 mW.
- The run gives the worst vdd rail ir drop as 0.128 mV.
- For this design the ratio of total power to cell area is 290 mW/mm^2.
- The share of total power dissipated in combinational logic is 0.045.
- In the power breakdown, the internal column shows 964 uW.
- Of the total power, registers draw 0.554.
- The run puts the switching power at 306 uW.
- The leakage power in the latest report is 1.55 nW.

Place:
- The run puts the detailed placement HPWL at 5210 um.
- During placement, the flow inserted port buffers numbering 16.
- The run puts the number of instances in the placed design at 560.
- The run gives the final weighted congestion of routability-driven global placement as 0.858.
- The run puts the area of placed instances at 0.00418 mm^2.

Run:
- The run gives the total tool warning count as 28.
- The run puts the total of max-cap violations at 0.

Worst hold path:
- The most critical min-delay path falls under register to register.

Outcome:
- The run finished with clean final reports.
==> final cells by class <==
class                   count  area [um^2]  area share
multi-input cells         343         2150       0.492
flip-flops and latches     84         1680       0.384
repair buffers             17          168      0.0383
well taps                 102          128      0.0291
clock buffers               9          124      0.0283
clock inverters             7         75.1      0.0171
inverters                  14         52.6      0.0120
==> power by group through the flow <==
stage | clock network, mW | logic [mW] | registers, mW
CTS | 0.526 | 0.0586 | 0.704
global route | 0.557 | 0.0648 | 0.705
finish | 0.508 | 0.0577 | 0.704
==> Yosys cell counts, types with 2 or more instances <==
cell type and n:
sky130_fd_sc_hd__clkbuf_1 14, sky130_fd_sc_hd__and4_4 2, sky130_fd_sc_hd__nor3_2 2, sky130_fd_sc_hd__o21bai_1 2
sky130_fd_sc_hd__a21oi_1 14, sky130_fd_sc_hd__and4_1 7, sky130_fd_sc_hd__a21oi_2 3, sky130_fd_sc_hd__nand3_1 27
sky130_fd_sc_hd__nor3b_1 2, sky130_fd_sc_hd__ha_1 5, sky130_fd_sc_hd__o21ai_0 13, sky130_fd_sc_hd__nand3_4 2
sky130_fd_sc_hd__or2_2 4, sky130_fd_sc_hd__xor2_1 43, sky130_fd_sc_hd__nor3_1 12, sky130_fd_sc_hd__or3_1 6
sky130_fd_sc_hd__nor2b_1 6, sky130_fd_sc_hd__nand2_1 31, sky130_fd_sc_hd__nor4_1 17, sky130_fd_sc_hd__nand4_1 15
sky130_fd_sc_hd__a22o_1 4, sky130_fd_sc_hd__a21boi_0 5, sky130_fd_sc_hd__xnor2_1 8, sky130_fd_sc_hd__and2_1 7
sky130_fd_sc_hd__inv_1 14, sky130_fd_sc_hd__and3_1 6, sky130_fd_sc_hd__dfxtp_1 84, sky130_fd_sc_hd__nor2_1 69
sky130_fd_sc_hd__or3_2 3, sky130_fd_sc_hd__o22ai_1 4, sky130_fd_sc_hd__a22oi_1 3
==> cells by family after synthesis <==
| group | synth area share |
|---|---|
| xor+xnor | 0.113 |
| buf+inv | 0.0286 |
| fa+ha+maj | 0.0159 |
| flops | 0.427 |
| compound gates | 0.103 |
| simple gates | 0.312 |
==> worst paths after layout <==
check / start / cells past startpoint / end / slack [ps]
worst min-delay path: present_state[13] / 1 / present_state[8] / 460
worst max-delay path: reset / 5 / ctr5[2] / 2180
worst min register to register: present_state[13] / 1 / present_state[8] / 460
worst max register to register: ctr5[22] / 6 / ctr5[1] / 2660
==> metal layers <==
| metal | GRT usage | vias up | part of all wire | wire length [um] |
|---|---|---|---|---|
| met5 | 0 | - | 0 | 0 |
| met4 | 0.0304 | 0 | 0.016 | 121 |
| met3 | 0.0231 | 11 | 0.030 | 231 |
| met2 | 0.287 | 50 | 0.41 | 3090 |
| met1 | 0.350 | 1411 | 0.55 | 4190 |
| li1 | - | 1635 | - | - |
==> per-stage QoR <==
step,worst slack [ps],hold WS (ps)
floorplan,2450,410
global placement,1820,437
detailed placement,1820,436
CTS,2190,461
global route,1960,473
finish,2180,456
==> flip-flops by register name, indices dropped and copies added, names as in the netlist <==
signal	flops
ctr10	32
ctr5	32
present_state	20
==> worst register-to-register path: stages, from the launching register on <==
cell	delay (ps)
sky130_fd_sc_hd__dfxtp_1	360
sky130_fd_sc_hd__nor4_1	460
sky130_fd_sc_hd__nand4_1	250
sky130_fd_sc_hd__nor2_1	210
sky130_fd_sc_hd__a21boi_0	110
sky130_fd_sc_hd__nor4_1	500
sky130_fd_sc_hd__nor3b_1	110
==> placed cells by master (no fill, tap or decap), drive strengths merged, types with 4 or more instances in the layout <==
cell type,count
nor2,69
a21oi,17
and2,7
clkbuf,9
nor4,19
nor3,14
xnor2,8
dfxtp,84
o21ai,14
o22ai,4
a22o,4
nand2,31
and3,6
inv,16
nor2b,6
nand4,16
clkdlybuf4s50,16
or3,10
and4,9
ha,5
xor2,43
or2,5
nand3,29
a21boi,5
Power is estimated from default activity; no workload was simulated.
